$ cat flow/run.sh
#!/bin/bash
# OpenROAD 26Q1-2900-gdf79404cd8, Yosys 0.63+post, stock flow scripts
make -C /OpenROAD-flow-scripts/flow DESIGN_CONFIG=/design/flow/config.mk WORK_HOME=/design/flow/orfs finish
$ cat flow/design.v
`timescale 1ns / 1ps
module DBounce(
    input clk,
    input sig_in,
    output DB_out
    );
    parameter n = 8;   
    logic  r_dff1; 
    logic  r_dff2; 
    logic  r_buff; 
    logic  [n-1:0] r_count; 
    logic  s_reset; 
    always_ff @ (posedge clk)
    begin
       r_dff1 <= sig_in; 
       r_dff2 <= r_dff1; 
    end; 
    assign s_reset = r_dff1 ^ r_dff2; 
    always_ff @ (posedge clk)
    begin
       if (r_count[n-1] == 1) 
          r_buff <= r_dff2; 
    end 
    assign s_cnt_en = ~r_count[n-1];     
    always_ff @ (posedge clk)
    begin
       if (s_reset == 1) 
          r_count <= 0; 
       else if (s_cnt_en == 1)
          r_count <= r_count + 1'b1;
    end   
    assign DB_out = r_buff;  
endmodule
$ cat flow/constraint.sdc
current_design DBounce

set clk_period 2.3
set clk_io_pct 0.2

create_clock -name clk0 -period $clk_period [get_ports {clk}]

set non_clock_inputs [all_inputs -no_clocks]
set_input_delay [expr $clk_period * $clk_io_pct] -clock clk0 $non_clock_inputs
set_output_delay [expr $clk_period * $clk_io_pct] -clock clk0 [all_outputs]
$ cat flow/config.mk
export PLATFORM = sky130hd
export DESIGN_NAME = DBounce
export DESIGN_NICKNAME = DBounce
export VERILOG_FILES = /design/flow/design.v
export SDC_FILE = /design/flow/constraint.sdc
export NUM_CORES = 4
export LEC_CHECK = 1
export CORE_AREA = 10 10 70 70
export DIE_AREA = 0 0 80 80
==> flow_summary.json <==
{
  "outcome": "finished clean",
  "seq_area_sq_um": 230,
  "worstSkewPairLatency_ns": 0.26,
  "grt_start_max_net_pins": 9,
  "synthFlopType": "dfxtp_1",
  "cap_violations": 0,
  "antenna-diode-count": 0,
  "warnings": 25,
  "area_delta_synth_final_pct": 24.0,
  "drt-total-wl_um": 641,
  "path_cells": "clkdlybuf4s50_1",
  "vias_per_cell": 3.23,
  "yosysWarnings": 2,
  "setup_viol": 0,
  "hp-class": "reg -> reg",
  "irDropWorstVdd_uv": 302,
  "power.density_nw_per_um2": 690,
  "rows": 21,
  "critical-path-top-delay-family": "buffers and inverters",
  "antenna_found_initial": 0,
  "firstDrtPassIters": 4,
  "yosys_area_sq_um": 433,
  "io_buffers": 2,
  "synthesis.area_sq_um": 433,
  "critPathBufInv": 1,
  "synth_cells": 40,
  "root_buffer": "clkbuf_4",
  "via_count": 297,
  "hold_viol": 0,
  "hold_buffers": 0,
  "synth.most_common_cell": "dfxtp_1",
  "floorplan.core_util": 0.127,
  "synth.avg_cell_area_sq_um": 10.8,
  "die_h_um": 80,
  "fin_crit_ns": 1.49,
  "overflow": 0,
  "p_leak_uw": 0.000207,
  "wire_per_inst_um": 6.97,
  "io_pins": 3,
  "hold-worst-slack_ns": 0.393,
  "track_usage": 0.0210,
  "max_stage_delay_ns": 0.46,
  "endpoint_kind": "primary output",
  "top_area_frac": 0.462,
  "fin_skew_ns": 0.00572,
  "cts_tree": "built",
  "grt_pass1_vias": 262,
  "ctsResizeCount": 0,
  "worst_ep_arrival_time_ns": 1.03,
  "start_kind": "flip-flop",
  "worstMarginPinSlew_ns": 0.524,
  "max-slew-margin-rel": 0.649,
  "die_x_um": 80,
  "synth_flops": 11,
  "dpl-instance-area_sq_um": 510,
  "yosys.area.top_type": "dfxtp_1",
  "ff2ff_setup_slack_ns": 1.10,
  "cts_inserted_buffers": 3,
  "synthArstFlopShare": 0,
  "layout-drive-gt1-share": 0.0870,
  "synthTopCellsByCount": "10 x dfxtp_1, 5 x nor2_1, 4 x xor2_1, 3 x nand2_1",
  "yosys.cell_types.count": 17,
  "area_leaders": "dfxtp_1 46%, xor2_1 8.1%, edfxtp_1 6.9%, nand4b_4 5.5%, nor2_1 4.3%",
  "comb_area_sq_um": 203,
  "cp_max_fo": 1,
  "slowest_stage": "clkdlybuf4s50_1",
  "core_sq_um": 3420,
  "period_used_share": 0.647,
  "post_cts_buffers": 0,
  "rsz0062_at_grt": "false",
  "slew_violations": 0,
  "setup.worst_path.class": "reg -> out",
  "design.die.area_sq_um": 6400,
  "first_iter_violations": 10,
  "ys_cells": 40,
  "cts_htree_levels": 1,
  "ys_seq_share": 0.532,
  "fill_cells": 396,
  "ctsLongestPathBuffers": 2,
  "grt_pass1_wl_um": 1130,
  "place.gp.congestion": 0.747,
  "max_freq_mhz": 672,
  "crit_required_ns": 1.84,
  "drtAntennaViolNets": 0,
  "fin_setup_tns_ns": 0,
  "design_area_sq_um": 537,
  "clk_pin_slew_worst_paths_ns": 0.06,
  "drc": 0,
  "clock-sinks": 11,
  "edf_count": 1
}
-- kinds of logic (layout without fill, tap and decap cells) --
family | count (synthesis) | after routing | synth area share
buffers and inverters | 0 | 6 | 0
AND-OR/OR-AND | 5 | 5 | 0.0636
multiplexers | 1 | 1 | 0.0231
XOR/XNOR | 6 | 6 | 0.121
adder cells (fa/ha/maj) | 1 | 1 | 0.0289
AND/OR/NAND/NOR | 16 | 16 | 0.231
flip-flops | 11 | 11 | 0.532
-- final cells by class --
class / instances / share of cell area
sequential: 11 / 0.429
multi-input combinational: 29 / 0.378
tap: 46 / 0.107
clock buffer: 4 / 0.0490
timing repair buffer: 2 / 0.0373
-- cells in the final DEF (no fill, tap or decap) --
cell type,instances
clkdlybuf4s50_1,2
edfxtp_1,1
nor2_1,5
o21a_1,1
nand3_1,1
o21ai_0,2
mux2i_1,1
dfxtp_1,10
clkbuf_4,3
ha_1,1
xor2_1,4
nand4b_4,1
xnor2_1,2
or3_1,2
nand4b_1,2
nor3_1,1
nor2b_1,1
clkbuf_1,1
a21oi_1,2
nand2_1,3
-- stage by stage --
| step | total power, uW | utilization | setup slack, ns | cells |
|---|---|---|---|---|
| 6_report | 370 | 0.157 | 0.812 | 92 |
| 5_1_grt | 393 | 0.157 | 0.762 | 92 |
| 4_1_cts | 376 | 0.157 | 0.788 | 92 |
| 3_5_place_dp | 250 | 0.149 | 1.08 | 88 |
| 3_3_place_gp | 248 | 0.149 | 1.08 | 88 |
| 2_1_floorplan | 242 | - | 1.22 | 40 |
-- flip-flops by register name (all words and copies together) (netlist names) --
register  cells
r_dff2        1
r_dff1        1
r_buff        1
r_count       8
-- worst paths after layout --
check,from,to,depth (start not counted)
hold reg to reg,r_dff1$_DFF_P_,r_dff2$_DFF_P_,0
hold / removal,r_dff1$_DFF_P_,r_dff2$_DFF_P_,0
setup reg to reg,r_count[0]$_SDFFE_PP0N_,r_count[6]$_SDFFE_PP0N_,4
setup / recovery,r_buff$_DFFE_PP_,DB_out,1
-- routing by layer --
metal,share of wire,global-route usage,routed length [um],vias up
met5,0,0,0,-
met1,0.49,0.0304,314,133
met3,0.062,0.00795,40,2
met4,0.027,0.00880,17,0
met2,0.42,0.0265,269,9
li1,-,-,-,153
-- power by group --
part / internal (uW) / leakage, uW / switching [uW]
Clock: 66.9 / 0.0000150 / 57.2
Sequential: 204 / 0.0000909 / 13.0
Combinational: 14.5 / 0.000101 / 14.5
-- worst reg2reg max path: cells and delay by family, from the launching register on --
family	cells	cell delay, ns
AOI/OAI and AO/OA	1	0.14
DFF	1	0.39
and+or+nand+nor	2	0.39
adders and majority gates	1	0.23
Power figures rest on the tool's default switching activity, not on a simulated workload.
